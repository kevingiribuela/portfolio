===== config.mk =====
export PLATFORM = sky130hd
export DESIGN_NAME = fir_round
export DESIGN_NICKNAME = fir_round
export VERILOG_FILES = /design/flow/design.v
export SDC_FILE = /design/flow/constraint.sdc
export NUM_CORES = 4
export LEC_CHECK = 1
export CORE_UTILIZATION = 40

===== constraint.sdc =====
current_design fir_round

set clk_period 19.0
set clk_io_pct 0.2

create_clock -name clk0 -period $clk_period [get_ports {i_clk}]

set non_clock_inputs [all_inputs -no_clocks]
set_input_delay [expr $clk_period * $clk_io_pct] -clock clk0 $non_clock_inputs
set_output_delay [expr $clk_period * $clk_io_pct] -clock clk0 [all_outputs]

===== design.v =====
module SatRoundFP#(
    parameter	NB_XI  	= 20,
    parameter	NBF_XI	= 12,
    parameter	NB_XO	= 8,
    parameter	NBF_XO	= 6
)
(
    input [(NB_XI)-1:0]  i_data,
    output [(NB_XO)-1:0] o_data
);
    localparam NBI_XI = NB_XI - NBF_XI;
    localparam NBI_XO = NB_XO - NBF_XO;
    wire [NB_XO-1:0]    aux_sat;
    wire [NB_XO:0]      round;
    wire [NBF_XO-1:0]   aux_round;
    wire                condition;
    wire [NB_XO-1:0]    result1;
    wire [NB_XO-1:0]    result2;
    generate
        if (NBF_XI > NBF_XO) begin                                                                   
            assign  round     = i_data[(NB_XI-1) -: (NBI_XI + NBF_XO + 1)] + {{NB_XO{1'b0}}, 1'b1};
            assign  aux_round = round[NBF_XO -: (NBF_XO)];                                           
        end else if (NBF_XI == NBF_XO) begin
            assign  aux_round = i_data[(NBF_XI-1):0];                                                
        end else begin
            assign  aux_round = {i_data[NBF_XI-1:0],{(NBF_XO - NBF_XI){1'b0}}};                      
        end
        if (NBI_XI > NBI_XO) begin
            assign  condition   =   (i_data[(NB_XI-2)-:(NBI_XI-NBI_XO)] == {(NBI_XI-NBI_XO){i_data[NB_XI-1]}});  
            assign  result1  =   {i_data[(NB_XI-1)],{(NB_XO-1){~i_data[(NB_XI-1)]}}};                
            assign  result2  =   {round[(NB_XO) -: NBI_XO],aux_round};                               
            assign  aux_sat	 =   condition   ?   result2  :   result1;                               
        end	else if (NBI_XO == NBI_XI) begin
                assign  aux_sat = {round[(NB_XO) -: NBI_XO],aux_round};                              
        end else begin
                assign  aux_sat	= {{(NBI_XO - NBI_XI){i_data[NB_XI-1]}},i_data[(NB_XI-1)-:NBI_XI],aux_round};
        end
    endgenerate
    assign  o_data=aux_sat;
endmodule
module fir_round #(
    parameter NB_INPUT     = 16,
    parameter NB_OUTPUT    = 18
)
(
    input                           i_clk,
    input                           i_rst,
    input signed [NB_INPUT-1:0]     i_data,
    output reg signed [NB_OUTPUT-1:0]   o_data
);
localparam NB_COEF          = 16;
localparam NB_PARTIAL_PROD  = 32;
localparam NB_TRUNC_PROD    = 16;
localparam NB_SUM           = 18;
localparam TRUNCADORES      = 4;
wire signed [NB_COEF-1:0]   coeff [3:0];
assign coeff[0] = 16'h04F0;
assign coeff[1] = 16'h3B0F;
assign coeff[2] = 16'h3B0F;
assign coeff[3] = 16'h04F0;
wire signed [NB_OUTPUT-1:0] y0;
reg signed [NB_INPUT-1:0]    x [1:3];
wire signed [NB_PARTIAL_PROD    -1:0] partial_prod  [3:0];   
wire signed [NB_TRUNC_PROD      -1:0] trunc_prod    [3:0];   
wire signed [NB_SUM     -1:0] sum [2:0];     
always @(posedge i_clk) begin: shift_register
integer i;
    if(i_rst) begin
        for(i=1; i<=3; i=i+1) begin
            x[i] <= {NB_INPUT{1'b0}};
        end
        o_data <= {NB_OUTPUT{1'b0}};
    end
    else begin
        x[1] <= i_data;
        for(i=1; i<3; i=i+1) begin
            x[i+1] <= x[i];
        end
        o_data <= y0;
    end
end
assign partial_prod[0] = i_data * coeff[0];      
assign partial_prod[1] = x[1] * coeff[1];        
assign partial_prod[2] = x[2] * coeff[2];        
assign partial_prod[3] = x[3] * coeff[3];        
assign sum[0] = trunc_prod[0] + trunc_prod[1];     
assign sum[1] = trunc_prod[2] + trunc_prod[3];     
assign sum[2] = sum[1] + sum[0];                   
assign y0 = sum[2];
generate
    genvar i;
    for (i = 0; i<TRUNCADORES; i=i+1) begin
        SatRoundFP #(
            .NB_XI  (NB_PARTIAL_PROD    ),     
            .NBF_XI (NB_PARTIAL_PROD-2  ),
            .NB_XO  (NB_TRUNC_PROD    ),       
            .NBF_XO (NB_TRUNC_PROD-1  )
        ) sat_round
        (
            .i_data(partial_prod[i]),        
            .o_data(trunc_prod[i])           
        );
    end
endgenerate
endmodule

===== run.sh =====
#!/bin/bash
# OpenROAD 26Q1-2900-gdf79404cd8, Yosys 0.63+post, stock flow scripts
make -C /OpenROAD-flow-scripts/flow DESIGN_CONFIG=/design/flow/config.mk WORK_HOME=/design/flow/orfs finish

==> GITHUB_STEP_SUMMARY <==
## Implementation flow summary

| Metric | Value |
|---|---|
| Drt total wl | `39450 µm` |
| WL/cell | `14.08 µm` |
| Initial antenna violation count | `0` |
| Fp util | `0.4047` |
| Most used cell, CP | `fa_1` |
| Crit Path Class | `in -> reg` |
| P&R area growth vs syn | `7.366%` |
| Synth Seq Share | `0.06683` |
| CP Launch Type | `primary input` |
| RSZ-0062 raised after global routing | `false` |
| Hold Crit Class | `reg -> reg` |
| Final GP Congestion | `0.8951` |
| Root buf cell | `clkbuf_16` |
| # IOs | `36` |
| Yosys stat area | `between 0.015 and 0.02 mm²` |
| Vias per cell | `4.879` |
| Cycle use final | `0.6422` |
| Final setup viols | `0` |
| Synth Flop Type | `dfxtp_1` |
| Placement Setup Slack | `6518 ps` |
| Clock-pin slew on the worst setup and hold paths | `70 ps` |
| Setup ws final | `6798 ps` |
| Vias in the first global route | `13670` |
| Layout cells sized above 1 | `0.02340` |
| Drc violations | `0` |
| Site Rows | `~81` |
| Rel. slew slack | `0.4184` |
| OpenROAD warning count | `approximately 49` |
| Cell area leaders | `fa_1, ha_1, inv_1, dfxtp_1, xnor2_1` |
| Final hold violation count | `0` |
| Post-CTS Setup Inserts | `0` |
| Dominant logic cell type in the layout | `inv_1` |
| Top cell area share | `0.3301` |
| Cell Type Count | `78` |
| Clock tree sinks | `between 60 and 70` |
| Dpl cell area | `0.02088 mm²` |
| Reg2reg setup slack | `8680 ps` |
| Crit path DRT | `19240 ps` |
| Crit path DAT | `12450 ps` |
| GR Layer Usage met1 | `0.2630` |
| Max-cap violation count | `0` |
| WP buf/inv | `4` |
| Setup tns final | `0 ps` |
| Die Footprint | `~0.050 mm²` |
| Worst hold stages | `1` |
| CTS max path bufs | `2` |
| Fill count | `4690` |
| Clk ins delay skew pair | `370 ps` |
| Synth warnings | `3` |
| Final period demand of the worst path | `12200 ps` |
| Fmax | `81.95 MHz` |
| Post-Synthesis Mean Instance Area | `9.379 µm²` |
| CP Capture Type | `flop` |
| GR Layer Usage met2 | `0.2672` |
| CTS H-tree depth | `3` |
| # port buffers | `35` |
| Number of enable flip-flop cells | `0` |
| Multiplexer share | `0.004556` |
| Max-slew violations | `0` |
| Complex Gates by Area | `0.08676` |
| Xor/xnor share | `0.06411` |
| Most frequent cells in the layout | `inv_1, ha_1, fa_1` |
| Hold path start | `x[2][0]` |
| AND/OR/NAND/NOR Cells, Area Fraction | `0.1009` |
| Die W | `224.3 µm` |
| Post-Syn Instances | `2108` |
| Gr busiest metal | `met2` |
| ANT cells | `0` |
| Design Area, Final | `0.02123 mm²` |
| Vias | `13670` |
| Slew at the pin closest to its max-slew limit | `between 800 and 900 ps` |
| Adder share | `0.5706` |
| Post-CTS Resized | `0` |
| Antenna Violating Nets Remaining | `0` |
| GR Util met3 | `0.04068` |
| Hold WS | `648.7 ps` |
| R2r worst-path depth | `33` |
| Remaining Overflow, GRT | `0` |
| Die H | `between 200 and 250 µm` |
| Synth async-reset ratio | `0` |
| Flops out of synthesis | `~66` |
| CTS tree | `yes` |
| Largest net degree at the start of global routing | `roughly 50` |
| Critical register-to-register path startpoint | `x[2][12]` |
| Core Area | `0.04885 mm²` |
| Critical path's top delay family | `adder cells` |
| DRT Pass-1 Iters | `5` |
| Initial DRC count | `441` |
| Post-DP HPWL | `roughly 35000 µm` |
| Gr usage total | `0.1738` |
| CP max stage cell | `a2111oi_0` |
| Crit Reg-Reg Endpoint | `o_data[16]` |
| First-pass GRT wire length | `67300 µm` |
| Post-CTS Hold Fix Bufs | `0` |
| Yosys cell count | `roughly 2100` |
| Top comb family, area | `adder cells` |
| CP Max Fanout | `7` |
| TritonCTS buffer count | `9` |
| Outcome | `completed` |
| Slowest cell delay on critical path | `580 ps` |
| Synth Cell Area | `0.01977 mm²` |
| Clock skew | `10.21 ps` |
| Synth area leader | `fa_1` |
| Worst hold endpoint | `x[3][0]` |
-- state kept, by name (all words and copies together), names as in the netlist --
signal,count
o_data,18
x,48
-- stage by stage --
step / util / cells
global placement: 0.4274 / 2785
detailed placement: 0.4274 / 2785
CTS: 0.4346 / 2801
global route: 0.4346 / 2801
finish: 0.4346 / 2801
floorplan: - / 2108
-- metal layers --
metal	routed length, µm	share of wire
met1	18730	0.47
met2	17910	0.45
met3	2045	0.052
met4	769	0.019
met5	0	0
-- how the worst max path moves through the flow --
stage,from,endpoint,slack (ps),depth (start not counted)
finish,i_data[4],o_data[16],6800,29
CTS,i_data[4],o_data[16],6870,29
global route,i_data[5],o_data[16],6160,29
-- cell type report --
type / count / area [µm²] / area share
Clock inverter: 7 / 125.1 / 0.005894
Sequential cell: 66 / 1321 / 0.06224
Multi-Input combinational cell: 1483 / 16350 / 0.7702
Tap cell: 664 / 830.8 / 0.03914
Timing Repair Buffer: 39 / 375.4 / 0.01768
Inverter: 533 / 2001 / 0.09425
Clock buffer: 9 / 225.2 / 0.01061
-- worst register-to-register path: cells and delay by family, from the launching register on --
kind / cells / cell delay (ps)
AOI/OAI and AO/OA: 8 / 1880
and+or+nand+nor: 4 / 1760
DFF: 1 / 570
buffers and inverters: 8 / 610
xor gates and xnor gates: 2 / 570
adders and majority gates: 11 / 4800
-- cell usage after synthesis, drive strengths merged, types with 12 or more instances --
library cell / instances
inv: 533
xnor2: 80
and3: 12
xor2: 63
o21ai: 46
o211ai: 13
dfxtp: 66
clkbuf: 22
ha: 380
and2: 16
nor3: 39
a31oi: 13
or3: 15
nand2b: 12
a211oi: 12
nor2: 102
nand4: 17
fa: 326
nor2b: 32
a21oi: 61
a21o: 26
nand2: 56
nand3: 24
-- kinds of logic (layout without fill, tap and decap cells) --
family          count (synthesis)  after routing
simple gates                  379            379
xor+xnor                      143            143
compound gates                246            246
flops                          66             66
buf+inv                       559            588
mux                             9              9
fa+ha+maj                     706            706
