$ cat design/flow/design.v
module SatTruncFP#(
    parameter	NB_XI  	= 20,
    parameter	NBF_XI	= 12,
    parameter	NB_XO	= 8,
    parameter	NBF_XO	= 6
)
(
    input [(NB_XI)-1:0]  i_data,
    output [(NB_XO)-1:0] o_data
);
    localparam NBI_XI = NB_XI - NBF_XI;
    localparam NBI_XO = NB_XO - NBF_XO;
    wire [NB_XO-1:0]    aux_sat;
    wire [NBF_XO-1:0]   aux_trunc;
    wire                condition;
    wire [NB_XO-1:0]    result1;
    wire [NB_XO-1:0]    result2;
    generate
		if (NBF_XI >= NBF_XO) begin
			assign	aux_trunc = i_data[(NBF_XI-1):(NBF_XI - NBF_XO)];							 
		end else begin
			assign	aux_trunc = {i_data[NBF_XI-1:0],{(NBF_XO - NBF_XI){1'b0}}};					 
		end
		if (NBI_XI > NBI_XO) begin
			assign	condition		=	(i_data[(NB_XI-2)-:(NBI_XI-NBI_XO)] == {(NBI_XI-NBI_XO){i_data[NB_XI-1]}});	 
			assign	result1		=	{i_data[(NB_XI-1)],{(NB_XO-1){~i_data[(NB_XI-1)]}}};		 
			assign	result2		=	{i_data[(NB_XI-1)],i_data[NBF_XI +:NBI_XO-1],aux_trunc};	 
			assign	aux_sat			=	condition	?	result2	:	result1;					 
		end	else begin
			if (NBI_XO == NBI_XI)
				assign  aux_sat = {i_data[(NB_XI-1)-:NBI_XI],aux_trunc};						 
			else
				assign  aux_sat	= {{(NBI_XO - NBI_XI){i_data[NB_XI-1]}},i_data[(NB_XI-1)-:NBI_XI],aux_trunc};
		end
	endgenerate
    assign  o_data=aux_sat;
endmodule
`timescale 1ns/1ps
module fir_parallel #(
    parameter NB_DATA = 8,
    parameter NB_COEF = 8
)
(
    input i_clk_G,
    input i_rst,
    input signed [NB_DATA-1:0] x0,
    input signed [NB_DATA-1:0] x1,
    input signed [NB_DATA-1:0] x2,
    input signed [NB_DATA-1:0] x3,
    input signed [NB_DATA-1:0] x4,
    input signed [NB_DATA-1:0] x5,
    input signed [NB_DATA-1:0] x6,
    input signed [NB_DATA-1:0] x7,
    output reg signed [NB_DATA-1:0] y
);
localparam NB_PROD = NB_DATA + NB_COEF;  
localparam NB_SUM1 = NB_PROD + 1;        
localparam NB_SUM2 = NB_PROD + 2;        
localparam NB_SUM3 = NB_PROD + 3;        
wire signed [NB_COEF-1:0] h [7:0];
wire signed [NB_PROD-1:0] partial_prod [7:0];
wire signed [NB_SUM1-1:0] partial_sum1 [3:0];
wire signed [NB_SUM2-1:0] partial_sum2 [1:0];
wire signed [NB_SUM3-1:0] partial_sum3;
wire signed [NB_DATA-1:0] partial_sum3_trunc;
assign h[0] = 8'd0;
assign h[1] = 8'd229;
assign h[2] = 8'd0;
assign h[3] = 8'd81;
assign h[4] = 8'd127;
assign h[5] = 8'd81;
assign h[6] = 8'd0;
assign h[7] = 8'd229;
assign partial_prod[0] = x0 * h[0];                          
assign partial_prod[1] = x1 * h[1];                          
assign partial_prod[2] = x2 * h[2];                          
assign partial_prod[3] = x3 * h[3];                          
assign partial_prod[4] = x4 * h[4];                          
assign partial_prod[5] = x5 * h[5];                          
assign partial_prod[6] = x6 * h[6];                          
assign partial_prod[7] = x7 * h[7];                          
assign partial_sum1[0] = partial_prod[0] + partial_prod[1];  
assign partial_sum1[1] = partial_prod[2] + partial_prod[3];  
assign partial_sum1[2] = partial_prod[4] + partial_prod[5];  
assign partial_sum1[3] = partial_prod[6] + partial_prod[7];  
assign partial_sum2[0] = partial_sum1[0] + partial_sum1[1];  
assign partial_sum2[1] = partial_sum1[2] + partial_sum1[3];  
assign partial_sum3    = partial_sum2[0] + partial_sum2[1];  
always @(posedge i_clk_G) begin
    if(i_rst) begin
        y <= 0;
    end
    else begin
        y <= partial_sum3_trunc;                             
    end
end
SatTruncFP #(
    .NB_XI(NB_SUM3),
    .NBF_XI(NB_PROD-2),
    .NB_XO(NB_DATA),
    .NBF_XO(NB_DATA-1)
) trunc_partial_sum (
    .i_data(partial_sum3),
    .o_data(partial_sum3_trunc)
);
endmodule
module regressor #(
    parameter NB_DATA = 8
)
(
    input i_clk,
    input i_rst,
    input signed [NB_DATA-1:0] i_x0,
    input signed [NB_DATA-1:0] i_x1,
    input signed [NB_DATA-1:0] i_x2,
    input signed [NB_DATA-1:0] i_x3,
    output signed [NB_DATA-1:0] o_regressor0,
    output signed [NB_DATA-1:0] o_regressor1,
    output signed [NB_DATA-1:0] o_regressor2,
    output signed [NB_DATA-1:0] o_regressor3,
    output signed [NB_DATA-1:0] o_regressor4,
    output signed [NB_DATA-1:0] o_regressor5,
    output signed [NB_DATA-1:0] o_regressor6
);
reg signed [NB_DATA-1:0] x_row3 [1:0];
reg signed [NB_DATA-1:0] x_row2 [1:0];
reg signed [NB_DATA-1:0] x_row1 [1:0];
reg signed [NB_DATA-1:0] x_row0;
always @(posedge i_clk) begin 
    if(i_rst) begin
        x_row3[1]   <= {NB_DATA{1'b0}};
        x_row3[0]   <= {NB_DATA{1'b0}};
        x_row2[1]   <= {NB_DATA{1'b0}};
        x_row2[0]   <= {NB_DATA{1'b0}};
        x_row1[1]   <= {NB_DATA{1'b0}};
        x_row1[0]   <= {NB_DATA{1'b0}};
        x_row0      <= {NB_DATA{1'b0}};
    end
    else begin
        x_row3[0]   <= i_x3;
        x_row3[1]   <= x_row3[0];
        x_row2[0]   <= i_x2;
        x_row2[1]   <= x_row2[0];
        x_row1[0]   <= i_x1;
        x_row1[1]   <= x_row1[0];
        x_row0      <= i_x0;
    end
end
assign o_regressor0   = x_row3[0];
assign o_regressor1   = x_row2[0];
assign o_regressor2   = x_row1[0];
assign o_regressor3   = x_row0;
assign o_regressor4   = x_row3[1];
assign o_regressor5   = x_row2[1];
assign o_regressor6   = x_row1[1];
endmodule
`timescale 1ns/1ps
module top_fir_parallel #(
    parameter NB_DATA = 8
)
(
    input i_clk_G,
    input i_rst,
    input signed [NB_DATA-1:0] x0,
    input signed [NB_DATA-1:0] x1,
    input signed [NB_DATA-1:0] x2,
    input signed [NB_DATA-1:0] x3,
    output reg signed [NB_DATA-1:0] y0,
    output reg signed [NB_DATA-1:0] y1,
    output reg signed [NB_DATA-1:0] y2,
    output reg signed [NB_DATA-1:0] y3
);
localparam NB_COEF = 8;
wire signed [NB_DATA-1:0] regressor_out [6:0];
wire signed [NB_DATA-1:0] y_out         [3:0];
always @(posedge i_clk_G) begin
    if(i_rst) begin
        y0 <= {NB_DATA{1'b0}};
        y1 <= {NB_DATA{1'b0}};
        y2 <= {NB_DATA{1'b0}};
        y3 <= {NB_DATA{1'b0}};
    end
    else begin
        y0 <= y_out[0];
        y1 <= y_out[1];
        y2 <= y_out[2];
        y3 <= y_out[3];
    end
end
regressor #(
    .NB_DATA(NB_DATA)
) u_regressor (
    .i_clk(i_clk_G),
    .i_rst(i_rst),
    .i_x0(x0),
    .i_x1(x1),
    .i_x2(x2),
    .i_x3(x3),
    .o_regressor0(regressor_out[0]),
    .o_regressor1(regressor_out[1]),
    .o_regressor2(regressor_out[2]),
    .o_regressor3(regressor_out[3]),
    .o_regressor4(regressor_out[4]),
    .o_regressor5(regressor_out[5]),
    .o_regressor6(regressor_out[6])
);
fir_parallel #(
    .NB_DATA(NB_DATA),
    .NB_COEF(NB_COEF)
) u_fir0 (
    .i_clk_G(i_clk_G),
    .i_rst(i_rst),
    .x0(x0),
    .x1(regressor_out[0]),
    .x2(regressor_out[1]),
    .x3(regressor_out[2]),
    .x4(regressor_out[3]),
    .x5(regressor_out[4]),
    .x6(regressor_out[5]),
    .x7(regressor_out[6]),
    .y(y_out[0])
);
fir_parallel #(
    .NB_DATA(NB_DATA),
    .NB_COEF(NB_COEF)
) u_fir1 (
    .i_clk_G(i_clk_G),
    .i_rst(i_rst),
    .x0(x1),
    .x1(x0),
    .x2(regressor_out[0]),
    .x3(regressor_out[1]),
    .x4(regressor_out[2]),
    .x5(regressor_out[3]),
    .x6(regressor_out[4]),
    .x7(regressor_out[5]),
    .y(y_out[1])
);
fir_parallel #(
    .NB_DATA(NB_DATA),
    .NB_COEF(NB_COEF)
) u_fir2 (
    .i_clk_G(i_clk_G),
    .i_rst(i_rst),
    .x0(x2),
    .x1(x1),
    .x2(x0),
    .x3(regressor_out[0]),
    .x4(regressor_out[1]),
    .x5(regressor_out[2]),
    .x6(regressor_out[3]),
    .x7(regressor_out[4]),
    .y(y_out[2])
);
fir_parallel #(
    .NB_DATA(NB_DATA),
    .NB_COEF(NB_COEF)
) u_fir3 (
    .i_clk_G(i_clk_G),
    .i_rst(i_rst),
    .x0(x3),
    .x1(x2),
    .x2(x1),
    .x3(x0),
    .x4(regressor_out[0]),
    .x5(regressor_out[1]),
    .x6(regressor_out[2]),
    .x7(regressor_out[3]),
    .y(y_out[3])
);
endmodule
$ cat design/flow/run.sh
#!/bin/bash
# OpenROAD 26Q1-2900-gdf79404cd8, Yosys 0.63+post, stock flow scripts
make -C /OpenROAD-flow-scripts/flow DESIGN_CONFIG=/design/flow/config.mk WORK_HOME=/design/flow/orfs finish
$ cat design/flow/config.mk
export PLATFORM = sky130hd
export DESIGN_NAME = top_fir_parallel
export DESIGN_NICKNAME = top_fir_parallel
export VERILOG_FILES = /design/flow/design.v
export SDC_FILE = /design/flow/constraint.sdc
export NUM_CORES = 4
export LEC_CHECK = 1
export CORE_UTILIZATION = 50
$ cat design/flow/constraint.sdc
current_design top_fir_parallel

set clk_period 15.5
set clk_io_pct 0.2

create_clock -name clk0 -period $clk_period [get_ports {i_clk_G}]

set non_clock_inputs [all_inputs -no_clocks]
set_input_delay [expr $clk_period * $clk_io_pct] -clock clk0 $non_clock_inputs
set_output_delay [expr $clk_period * $clk_io_pct] -clock clk0 [all_outputs]
==> impl_metrics.ini <==
; synthesis and place-and-route metrics
[setup_path]
timing.setup.critical_path_class = input port to register
worstPathArrival_ns = 10.27
startpoint_type = input port
largest_stage_delay_worst_path_ns = 0.68
cp_cell_sequence = clkdlybuf4s50_1 -> inv_1 -> ha_1 -> fa_1 -> inv_1 -> fa_1 -> fa_1 -> inv_1 -> fa_1 -> inv_1 -> fa_1 -> fa_1 -> inv_1 -> fa_1 -> ha_1 -> a21o_1 -> a21o_1 -> a31oi_1 -> and2_1 -> o21a_1 -> o311ai_1 -> o41a_1 -> o31ai_2
highest_fanout_seen_on_the_critical_path = 7
slowest_stage = clkdlybuf4s50_1
critPathRequiredTime_ns = 15.90
critical_path.n_buffers_inverters = 6
critPathMostFrequentCell = fa_1
worst_path_dominant_cell_family = adder cells
critical_path.endpoint_type = register

[timing]
slew_hr_pct = 37.8
min_period_ns = 9.88
unrepaired_setup_endpoints_after_global_routing = false
setup_viol = 0
hold_violations = 0
fin_setup_tns_ns = 0
fmaxAchievable_mhz = 101
finClkSkew_ns = 0.0182
tightestPinTransition_ns = 0.927
finalCritPeriodShare_pct = 63.7
report.final.slew_viol_count = 0

[grt]
grt.met1_usage_pct = 37.1
grt.met3_usage_pct = 15.4
grt_pass1_vias = 20400
global_route.overflow_total = 0
grt_start_max_net_pins = 96
grt_antenna_before_repair = 1
grt_util_all_layers_pct = 27.1
met2_track_utilization_from_global_routing_pct = 39.6
first_pass_grt_wire_length_mm = 112
global_route.peak_usage_layer = met2

[clock_tree]
clkSlewWorstSetupHoldPaths_ns = 0.06
ctsResizeCount = 0
cts-buffers-inserted = 17
cts.htree.levels = 4
cts_post_setup_buffers_inserted = 0
cts-root-buf = clkbuf_16
tritoncts = yes
cts_hold_buf = 0
clock_tree.buffer_depth = 2
worst_skew_pair.late_latency_ns = 0.49
cts.sink_count = 120

[synthesis]
yosys_register_bits = 120
synth_sequential_area_ratio_pct = 8.29
netlist.top_cell.by_area = fa_1
synth_warnings = 6
ys_dominant_reg_cell = dfxtp_1
async_set_or_reset_flop_fraction_in_the_synthesized_netlist_pct = 0
number_of_enable_type_register_cells_in_the_synthesized_netlist = 0
post_synth_instance_area_sq_um = 29000
synth_largest_type_area_fraction_pct = 40.0
yosys.stat.chipArea_sq_um = 29000
netlist-cell-type-count = 66
synthTopCellsByArea = fa_1 40%, ha_1 24%, inv_1 14%
post_synth.cell_area_avg_sq_um = 9.83
yosys-stat-cells = 2947
syn_inst = 2947

[floorplanning]
fp_util_pct = 51.0
die_h_um = 243
chip_area_sq_um = 58900
die.size.x_um = 243
core_area_sq_um = 56800
floorplan.rows = 87
top_level_ports = 66

[worst_hold_path]
hp-class = register to register

[finish]
synthToLayoutAreaGrowth_pct = 8.03
finish.instance_area_sq_um = 31300
final.fill_count = 4978
largestRegisters = u_regressor.x_row1: 16 flops, u_regressor.x_row2: 16 flops, u_regressor.x_row3: 16 flops
layout.cells.non_filler = 3813
layout-drive-gt1-share_pct = 2.91

[placed_design]
placedInstanceArea_sq_um = 30800
detailed_place_hpwl_mm = 59.4
numPortBuffers = 65
gp_congestion = 0.982
placed_cells = 3778

[detailed_routing]
antenna_violating_nets_post_route = 0
wl_per_cell_um = 18.0
detail_route.wirelength_mm = 68.6
route.detailed.drc = 0
num_vias = 18500
first_iter_violations = 498
drt_first_pass_iters = 4
routed_via_density = 4.84

[job]
maxcap_violations = 0
log.warning_count = 74

[status]
outcome = complete, no violations
routing by layer:
metal | share of wire [%] | vias to the layer above
met5 | 0 | -
met3 | 13 | 68
met2 | 45 | 468
met1 | 40 | 8980
met4 | 2.1 | 0
li1 | - | 8950
path summary, 6_finish.rpt:
check / from / cells past startpoint / end / slack (ns)
max: x0[2] / 23 / u_fir1.y[0]$_SDFF_PP0_ / 5.62
min: u_fir2.y[5]$_SDFF_PP0_ / 1 / y2[5]$_SDFF_PP0_ / 0.43
max reg2reg: u_regressor.x_row1[0][4]$_SDFF_PP0_ / 31 / u_fir0.y[0]$_SDFF_PP0_ / 6.23
min reg2reg: u_fir2.y[5]$_SDFF_PP0_ / 1 / y2[5]$_SDFF_PP0_ / 0.43
synthesized netlist by cell type (3+ instances only):
cell type	n
clkbuf_1	24
nand4b_1	3
a211oi_1	4
and4_1	3
o41ai_1	4
ha_1	559
o21a_1	9
nor3_1	12
fa_1	579
xnor2_1	63
o31ai_1	5
a21o_1	31
a31oi_1	8
o41a_1	3
nand4_1	9
dfxtp_1	120
nand2b_1	12
xor2_1	37
a21oi_1	57
mux2i_1	9
nand3_1	15
and2_1	10
o21bai_1	10
a21boi_0	9
nor2b_1	55
nor2_1	77
inv_1	1047
o221a_2	3
or2_2	7
nand2_1	60
o211ai_1	5
a221oi_1	3
o31a_1	3
o21ai_0	46
per-stage QoR:
| step | hold WS [ns] | setup slack, ns | util (%) |
|---|---|---|---|
| after floorplan | 0.414 | 6.22 | - |
| after global placement | 0.416 | 5.18 | 54.1 |
| after detailed placement | 0.425 | 5.11 | 54.1 |
| after CTS | 0.435 | 5.59 | 55.1 |
| after global routing | 0.454 | 5.14 | 55.1 |
| final | 0.432 | 5.62 | 55.1 |
cell usage in the layout (no fill, tap or decap), types with 55 or more instances in the layout:
master / synthesis / layout
dfxtp_1: 120 / 119
clkdlybuf4s50_1: 0 / 64
nor2b_1: 55 / 55
fa_1: 579 / 579
a21oi_1: 57 / 57
inv_1: 1047 / 1047
nor2_1: 77 / 77
xnor2_1: 63 / 63
nand2_1: 60 / 60
ha_1: 559 / 559
worst reg2reg max path, delay by kind of cell (launching register included):
kind / cells / cell delay, ns
buf+inv: 4 / 0.19
xor+xnor: 2 / 0.92
simple gates: 3 / 0.24
compound gates: 11 / 2.34
flops: 1 / 0.71
fa+ha+maj: 11 / 4.70
area by class of cell:
| type | instances | area [sq um] | share of cell area (%) |
|---|---|---|---|
| Multi-Input combinational cell | 1754 | 22500 | 72.0 |
| Inverter | 1047 | 3930 | 12.6 |
| Antenna cell | 3 | 7.51 | 0.0240 |
| Clock inverter | 12 | 103 | 0.328 |
| Clock buffer | 20 | 447 | 1.43 |
| Sequential cell | 120 | 2400 | 7.68 |
| Tap cell | 756 | 946 | 3.02 |
| Timing Repair Buffer | 101 | 931 | 2.97 |
kinds of logic (layout without fill, tap and decap cells):
| kind of cell | after synthesis | in the layout | synth area share [%] |
|---|---|---|---|
| other | 0 | 3 | 0 |
| xor gates and xnor gates | 100 | 100 | 3.02 |
| muxes | 11 | 11 | 0.389 |
| DFF | 120 | 120 | 8.29 |
| and+or+nand+nor | 278 | 278 | 4.86 |
| adders and majority gates | 1138 | 1138 | 64.1 |
| buffers and inverters | 1073 | 1180 | 13.9 |
| AOI/OAI and AO/OA | 227 | 227 | 5.38 |
