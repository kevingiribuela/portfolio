**design/flow/config.mk**
```make
export PLATFORM = sky130hd
export DESIGN_NAME = top_fir_parallel_pipelined
export DESIGN_NICKNAME = top_fir_parallel_pipelined
export VERILOG_FILES = /design/flow/design.v
export SDC_FILE = /design/flow/constraint.sdc
export NUM_CORES = 4
export LEC_CHECK = 1
export CORE_UTILIZATION = 50
```
**design/flow/constraint.sdc**
```tcl
current_design top_fir_parallel_pipelined

set clk_period 11.4
set clk_io_pct 0.2

create_clock -name clk0 -period $clk_period [get_ports {i_clk_G}]

set non_clock_inputs [all_inputs -no_clocks]
set_input_delay [expr $clk_period * $clk_io_pct] -clock clk0 $non_clock_inputs
set_output_delay [expr $clk_period * $clk_io_pct] -clock clk0 [all_outputs]
```
**design/flow/design.v**
```verilog
module SatTruncFP#(
    parameter	NB_XI  	= 20,
    parameter	NBF_XI	= 12,
    parameter	NB_XO	= 8,
    parameter	NBF_XO	= 6
)
(
    input [(NB_XI)-1:0]  i_data,
    output [(NB_XO)-1:0] o_data
);
    localparam NBI_XI = NB_XI - NBF_XI;
    localparam NBI_XO = NB_XO - NBF_XO;
    wire [NB_XO-1:0]    aux_sat;
    wire [NBF_XO-1:0]   aux_trunc;
    wire                condition;
    wire [NB_XO-1:0]    result1;
    wire [NB_XO-1:0]    result2;
    generate
		if (NBF_XI >= NBF_XO) begin
			assign	aux_trunc = i_data[(NBF_XI-1):(NBF_XI - NBF_XO)];							 
		end else begin
			assign	aux_trunc = {i_data[NBF_XI-1:0],{(NBF_XO - NBF_XI){1'b0}}};					 
		end
		if (NBI_XI > NBI_XO) begin
			assign	condition		=	(i_data[(NB_XI-2)-:(NBI_XI-NBI_XO)] == {(NBI_XI-NBI_XO){i_data[NB_XI-1]}});	 
			assign	result1		=	{i_data[(NB_XI-1)],{(NB_XO-1){~i_data[(NB_XI-1)]}}};		 
			assign	result2		=	{i_data[(NB_XI-1)],i_data[NBF_XI +:NBI_XO-1],aux_trunc};	 
			assign	aux_sat			=	condition	?	result2	:	result1;					 
		end	else begin
			if (NBI_XO == NBI_XI)
				assign  aux_sat = {i_data[(NB_XI-1)-:NBI_XI],aux_trunc};						 
			else
				assign  aux_sat	= {{(NBI_XO - NBI_XI){i_data[NB_XI-1]}},i_data[(NB_XI-1)-:NBI_XI],aux_trunc};
		end
	endgenerate
    assign  o_data=aux_sat;
endmodule
`timescale 1ns/1ps
module fir_parallel_pipelined #(
    parameter NB_DATA = 8,
    parameter NB_COEF = 8
)
(
    input i_clk_G,
    input i_rst,
    input signed [NB_DATA-1:0] x0,
    input signed [NB_DATA-1:0] x1,
    input signed [NB_DATA-1:0] x2,
    input signed [NB_DATA-1:0] x3,
    input signed [NB_DATA-1:0] x4,
    input signed [NB_DATA-1:0] x5,
    input signed [NB_DATA-1:0] x6,
    input signed [NB_DATA-1:0] x7,
    output reg signed [NB_DATA-1:0] y
);
localparam NB_PROD = NB_DATA + NB_COEF;  
localparam NB_SUM1 = NB_PROD + 1;        
localparam NB_SUM2 = NB_PROD + 2;        
localparam NB_SUM3 = NB_PROD + 3;        
wire signed [NB_COEF-1:0] h [7:0];
wire signed [NB_PROD-1:0] partial_prod      [7:0];
wire signed [NB_SUM1-1:0] partial_sum1      [3:0];
reg signed  [NB_SUM1-1:0] partial_sum1_reg  [3:0];
wire signed [NB_SUM2-1:0] partial_sum2      [1:0];
wire signed [NB_SUM3-1:0] partial_sum3;
wire signed [NB_DATA-1:0] partial_sum3_trunc;
assign h[0] = 8'd0;
assign h[1] = 8'd229;
assign h[2] = 8'd0;
assign h[3] = 8'd81;
assign h[4] = 8'd127;
assign h[5] = 8'd81;
assign h[6] = 8'd0;
assign h[7] = 8'd229;
assign partial_prod[0] = x0 * h[0];                          
assign partial_prod[1] = x1 * h[1];                          
assign partial_prod[2] = x2 * h[2];                          
assign partial_prod[3] = x3 * h[3];                          
assign partial_prod[4] = x4 * h[4];                          
assign partial_prod[5] = x5 * h[5];                          
assign partial_prod[6] = x6 * h[6];                          
assign partial_prod[7] = x7 * h[7];                          
assign partial_sum1[0] = partial_prod[0] + partial_prod[1];  
assign partial_sum1[1] = partial_prod[2] + partial_prod[3];  
assign partial_sum1[2] = partial_prod[4] + partial_prod[5];  
assign partial_sum1[3] = partial_prod[6] + partial_prod[7];  
assign partial_sum2[0] = partial_sum1_reg[0] + partial_sum1_reg[1];  
assign partial_sum2[1] = partial_sum1_reg[2] + partial_sum1_reg[3];  
assign partial_sum3    = partial_sum2[0] + partial_sum2[1];  
always @(posedge i_clk_G) begin
    if(i_rst) begin
        y <= 0;
    end
    else begin
        y <= partial_sum3_trunc;                             
    end
end
integer j;
always @(posedge i_clk_G) begin
    if(i_rst) begin
        for(j=0; j<4; j=j+1) begin
            partial_sum1_reg[j] <= {NB_SUM1{1'b0}};
        end
    end
    else begin
        for(j=0; j<4; j=j+1) begin
            partial_sum1_reg[j] <= partial_sum1[j];
        end
    end
end
SatTruncFP #(
    .NB_XI(NB_SUM3),
    .NBF_XI(NB_PROD-2),
    .NB_XO(NB_DATA),
    .NBF_XO(NB_DATA-1)
) trunc_partial_sum (
    .i_data(partial_sum3),
    .o_data(partial_sum3_trunc)
);
endmodule
module regressor #(
    parameter NB_DATA = 8
)
(
    input i_clk,
    input i_rst,
    input signed [NB_DATA-1:0] i_x0,
    input signed [NB_DATA-1:0] i_x1,
    input signed [NB_DATA-1:0] i_x2,
    input signed [NB_DATA-1:0] i_x3,
    output signed [NB_DATA-1:0] o_regressor0,
    output signed [NB_DATA-1:0] o_regressor1,
    output signed [NB_DATA-1:0] o_regressor2,
    output signed [NB_DATA-1:0] o_regressor3,
    output signed [NB_DATA-1:0] o_regressor4,
    output signed [NB_DATA-1:0] o_regressor5,
    output signed [NB_DATA-1:0] o_regressor6
);
reg signed [NB_DATA-1:0] x_row3 [1:0];
reg signed [NB_DATA-1:0] x_row2 [1:0];
reg signed [NB_DATA-1:0] x_row1 [1:0];
reg signed [NB_DATA-1:0] x_row0;
always @(posedge i_clk) begin 
    if(i_rst) begin
        x_row3[1]   <= {NB_DATA{1'b0}};
        x_row3[0]   <= {NB_DATA{1'b0}};
        x_row2[1]   <= {NB_DATA{1'b0}};
        x_row2[0]   <= {NB_DATA{1'b0}};
        x_row1[1]   <= {NB_DATA{1'b0}};
        x_row1[0]   <= {NB_DATA{1'b0}};
        x_row0      <= {NB_DATA{1'b0}};
    end
    else begin
        x_row3[0]   <= i_x3;
        x_row3[1]   <= x_row3[0];
        x_row2[0]   <= i_x2;
        x_row2[1]   <= x_row2[0];
        x_row1[0]   <= i_x1;
        x_row1[1]   <= x_row1[0];
        x_row0      <= i_x0;
    end
end
assign o_regressor0   = x_row3[0];
assign o_regressor1   = x_row2[0];
assign o_regressor2   = x_row1[0];
assign o_regressor3   = x_row0;
assign o_regressor4   = x_row3[1];
assign o_regressor5   = x_row2[1];
assign o_regressor6   = x_row1[1];
endmodule
`timescale 1ns/1ps
module top_fir_parallel_pipelined #(
    parameter NB_DATA = 8
)
(
    input i_clk_G,
    input i_rst,
    input signed [NB_DATA-1:0] x0,
    input signed [NB_DATA-1:0] x1,
    input signed [NB_DATA-1:0] x2,
    input signed [NB_DATA-1:0] x3,
    output reg signed [NB_DATA-1:0] y0,
    output reg signed [NB_DATA-1:0] y1,
    output reg signed [NB_DATA-1:0] y2,
    output reg signed [NB_DATA-1:0] y3
);
localparam NB_COEF = 8;
wire signed [NB_DATA-1:0] regressor_out [6:0];
wire signed [NB_DATA-1:0] y_out         [3:0];
always @(posedge i_clk_G) begin
    if(i_rst) begin
        y0 <= {NB_DATA{1'b0}};
        y1 <= {NB_DATA{1'b0}};
        y2 <= {NB_DATA{1'b0}};
        y3 <= {NB_DATA{1'b0}};
    end
    else begin
        y0 <= y_out[0];
        y1 <= y_out[1];
        y2 <= y_out[2];
        y3 <= y_out[3];
    end
end
regressor #(
    .NB_DATA(NB_DATA)
) u_regressor (
    .i_clk(i_clk_G),
    .i_rst(i_rst),
    .i_x0(x0),
    .i_x1(x1),
    .i_x2(x2),
    .i_x3(x3),
    .o_regressor0(regressor_out[0]),
    .o_regressor1(regressor_out[1]),
    .o_regressor2(regressor_out[2]),
    .o_regressor3(regressor_out[3]),
    .o_regressor4(regressor_out[4]),
    .o_regressor5(regressor_out[5]),
    .o_regressor6(regressor_out[6])
);
fir_parallel_pipelined #(
    .NB_DATA(NB_DATA),
    .NB_COEF(NB_COEF)
) u_fir0 (
    .i_clk_G(i_clk_G),
    .i_rst(i_rst),
    .x0(x0),
    .x1(regressor_out[0]),
    .x2(regressor_out[1]),
    .x3(regressor_out[2]),
    .x4(regressor_out[3]),
    .x5(regressor_out[4]),
    .x6(regressor_out[5]),
    .x7(regressor_out[6]),
    .y(y_out[0])
);
fir_parallel_pipelined #(
    .NB_DATA(NB_DATA),
    .NB_COEF(NB_COEF)
) u_fir1 (
    .i_clk_G(i_clk_G),
    .i_rst(i_rst),
    .x0(x1),
    .x1(x0),
    .x2(regressor_out[0]),
    .x3(regressor_out[1]),
    .x4(regressor_out[2]),
    .x5(regressor_out[3]),
    .x6(regressor_out[4]),
    .x7(regressor_out[5]),
    .y(y_out[1])
);
fir_parallel_pipelined #(
    .NB_DATA(NB_DATA),
    .NB_COEF(NB_COEF)
) u_fir2 (
    .i_clk_G(i_clk_G),
    .i_rst(i_rst),
    .x0(x2),
    .x1(x1),
    .x2(x0),
    .x3(regressor_out[0]),
    .x4(regressor_out[1]),
    .x5(regressor_out[2]),
    .x6(regressor_out[3]),
    .x7(regressor_out[4]),
    .y(y_out[2])
);
fir_parallel_pipelined #(
    .NB_DATA(NB_DATA),
    .NB_COEF(NB_COEF)
) u_fir3 (
    .i_clk_G(i_clk_G),
    .i_rst(i_rst),
    .x0(x3),
    .x1(x2),
    .x2(x1),
    .x3(x0),
    .x4(regressor_out[0]),
    .x5(regressor_out[1]),
    .x6(regressor_out[2]),
    .x7(regressor_out[3]),
    .y(y_out[3])
);
endmodule
```
**design/flow/run.sh**
```bash
#!/bin/bash
# OpenROAD 26Q1-2900-gdf79404cd8, Yosys 0.63+post, stock flow scripts
make -C /OpenROAD-flow-scripts/flow DESIGN_CONFIG=/design/flow/config.mk WORK_HOME=/design/flow/orfs finish
```
==> ci_impl_report.md <==
## PnR job results

| Metric | Value |
|---|---|
| Placeable core region | `between 60000 and 70000 sq um` |
| Top-Level Pins | `66` |
| Total power density per cell area | `252 nW/um^2` |
| Cell types occupying the most area after synthesis | `fa_1 25%, ha_1 23%, dfxtp_1 21%, inv_1 7.1%, xnor2_1 3.4%` |
| Max_slew headroom | `0.472` |
| I/O Buffers | `between 60 and 70` |
| Final Worst Setup Slack | `approximately 4.8 ns` |
| Resized Gates After CTS | `0` |
| Height of the die | `258 um` |
| Maximum capacitance violations | `0` |
| Routed wirelength normalized by instance count | `16.7 um` |
| Data required time at the worst endpoint | `11.83 ns` |
| Most common cell in the netlist | `inv_1` |
| Sinks on the clock net | `340` |
| Sequential element share of the synthesized area | `0.207` |
| Synthesized registers | `~340` |
| Total standard cell area after synthesis | `32800 sq um` |
| Mean instance size in the synthesized netlist | `10.0 sq um` |
| Global-route wire length before repair | `roughly 120000 um` |
| Count of distinct cell types in the synthesized netlist | `about 83` |
| Period Utilization, post-route | `0.576` |
| Floorplan-stage core utilization | `0.507` |
| Number of setup buffers added after CTS | `0` |
| Detailed-route via count | `21100` |
| Result of the run | `finished, final reports clean` |
| OpenROAD warning count | `87` |
| Clock Latency Late Sink | `0.57 ns` |
| Number of pins with negative max-slew slack in the final report | `0` |
| Residual DRC count | `0` |
| Number of cells in Yosys stat | `3270` |
| Number of hold-repair buffers added at the cts stage | `0` |
| Total setup violations reported at the end of the flow | `0` |
| Pre-antenna DRT Iters | `5` |
| Class of the worst hold path | `register to register` |
| Min Tclk post-route | `around 6.6 ns` |
| Leading post-synthesis cells by instance count | `623 x inv_1, 596 x ha_1, 416 x fa_1` |
| Maximum vdd drop | `slightly below 0.3 mV` |
| Total negative setup slack | `0 ns` |
| Maximum number of pins on one net before global-route repair | `about 85` |
| Number of antenna diodes | `0` |
| Count of flip-flops with a built-in enable after synthesis | `0` |
| Capturing element type of the critical path | `register` |
| Total of warnings raised by yosys | `7` |
| Critical Setup Path Class | `register to register` |
| Worst slack at placement | `4.81 ns` |
| First DRT Iteration DRCs | `753` |
| Last weighted congestion value of the routability-driven placer | `0.947` |
| Root Buffer | `clkbuf_16` |
| Synthesis-to-layout area growth | `9.73%` |
| Max clock buf depth | `3` |
| Critical Path AT | `6.99 ns` |
| H-tree Lvls | `2` |
| Finished Core Util | `0.556` |
| Gate count after technology mapping | `3270` |
| CTS Buf Count | `between 40 and 50` |
| Setup repair after global routing missed its margin | `false` |
| Share of flip-flops with an asynchronous set or reset | `0` |
| Flip-flop cell with the highest count after synthesis | `dfxtp_1` |
| Via density | `between 4 and 5` |
| Final Hold Violation Tally | `0` |
| Global-route total usage across every layer | `0.240` |
| Clk_skew | `0.0221 ns` |
| Layout fillers | `5575` |
| Number of global-route vias before repair | `roughly 22000` |
| TritonCTS clock tree | `done` |
| Maximum frequency from static timing analysis | `0.152 GHz` |
| Floorplan die width | `between 200 and 300 um` |
| Leakage power of the design | `~18 nW` |
| Reg-to-reg slack, setup | `4.83 ns` |
| Cell type with the highest aggregate area in the netlist | `fa_1` |
| Std cell rows | `about 93` |
| Antenna violations before repair | `2` |
| DRT Wirelength | `70700 um` |
| Largest fanout on the critical path | `9` |
| Remaining Overflow, GRT | `0` |
| Post-synth area from yosys stat | `32800 sq um` |
| HPWL after DPL | `about 59000 um` |
| Fraction of layout instances using a drive strength above 1 | `0.0396` |
| Startpoint type of the worst setup path | `register` |
| Remaining number of nets flagged by the antenna check after routing | `0` |
| Area enclosed by the die boundary | `around 67000 sq um` |
| Measured slew at the worst slew-check pin | `around 0.8 ns` |
| Register clock-pin slew on the reported worst setup and hold paths | `about 0.06 ns` |
| Area fraction of the dominant cell type after synthesis | `0.254` |
[final timing paths]
path / from / endpoint / depth (start not counted)
max reg2reg: u_regressor.x_row1[0][1]$_SDFF_PP0_ / u_fir2.partial_sum1_reg[2][16]$_SDFF_PP0_ / 20
min: u_fir2.y[7]$_SDFF_PP0_ / y2[7]$_SDFF_PP0_ / 1
max: u_regressor.x_row1[0][1]$_SDFF_PP0_ / u_fir2.partial_sum1_reg[2][16]$_SDFF_PP0_ / 20
min reg2reg: u_fir2.y[7]$_SDFF_PP0_ / y2[7]$_SDFF_PP0_ / 1
[stage by stage]
| stage | total power [mW] | std cells | area (sq um) | hold WS [ns] |
|---|---|---|---|---|
| 6_report | 9.06 | 4242 | 36000 | 0.438 |
| 5_1_grt | 10.1 | 4242 | 36000 | 0.448 |
| 4_1_cts | 9.20 | 4242 | 36000 | 0.442 |
| 3_5_place_dp | 7.65 | 4162 | 34500 | 0.426 |
| 3_3_place_gp | 7.62 | 4162 | 34500 | 0.423 |
| 2_1_floorplan | 6.38 | 3270 | 32800 | 0.414 |
[power by group]
part           total [mW]  internal [mW]  switching (mW)
Sequential           1.68           1.49           0.181
Combinational        5.92           2.64            3.28
Clock                1.46          0.905           0.555
Total                9.06           5.04            4.02
[logic make-up (layout without fill, tap and decap cells)]
kind of cell             Yosys count  in the layout  synth area share
flip-flops                       340            340             0.207
AND/OR/NAND/NOR                  620            620            0.0948
multiplexers                      12             12           0.00381
AND-OR/OR-AND                    425            425            0.0840
adder cells (fa/ha/maj)         1012           1012             0.481
XOR/XNOR                         192            192            0.0513
buffers and inverters            669            786            0.0775
[cell usage in the layout (no fill, tap or decap), types with 6 or more instances in the layout]
master | synthesis | final
or2_2 | 8 | 8
o21ai_1 | 7 | 7
clkdlybuf4s50_1 | 0 | 64
clkbuf_16 | 0 | 45
o31ai_1 | 11 | 11
o21bai_1 | 31 | 31
fa_1 | 416 | 416
o21ai_0 | 73 | 73
or3_1 | 15 | 15
nand4_1 | 6 | 6
clkinv_2 | 0 | 6
a211oi_1 | 6 | 6
buf_4 | 1 | 17
o211ai_1 | 9 | 9
xor2_1 | 65 | 65
clkinvlp_4 | 0 | 8
o22ai_1 | 11 | 11
dfxtp_1 | 340 | 340
ha_1 | 596 | 596
and2_1 | 11 | 11
and3_1 | 17 | 17
a21boi_0 | 10 | 10
nand2b_1 | 15 | 15
nor2_1 | 238 | 238
bufinv_16 | 0 | 7
a21oi_1 | 146 | 146
inv_1 | 623 | 623
nor2b_1 | 159 | 159
a21o_1 | 45 | 45
xnor2_1 | 127 | 127
nor3_1 | 50 | 50
o21a_1 | 26 | 26
o31a_1 | 6 | 6
nand3_1 | 17 | 17
mux2i_1 | 8 | 8
nand2_1 | 58 | 58
[critical path, stage by stage, from the launching register on]
cell and delay, ns:
dfxtp_1 0.67, ha_1 0.34, fa_1 0.45, ha_1 0.32
ha_1 0.27, a21o_1 0.17, a21oi_1 0.22, o21bai_1 0.09
a21oi_1 0.22, xnor2_1 0.26, fa_1 0.52, fa_1 0.50
fa_1 0.49, inv_1 0.05, ha_1 0.33, a21o_1 0.21
a21o_1 0.20, a211o_1 0.29, a2111oi_0 0.49, o21ai_0 0.17
nor3b_1 0.16
[metal layers]
layer / share of wire / track usage / up-vias
li1: - / - / 10600
met1: 0.46 / 0.359 / 9987
met2: 0.43 / 0.347 / 348
met3: 0.093 / 0.101 / 73
met4: 0.018 / 0.0355 / 0
met5: 0 / 0 / -
[cell type report]
class                      instances  area (sq um)  area share
sequential                       340          6810       0.189
tap                              855          1070      0.0297
clock inverter                    27           353     0.00980
multi-input combinational       2261         23500       0.652
clock buffer                      53          1190      0.0329
timing repair buffer              82           783      0.0218
inverter                         624          2340      0.0651
Power figures rest on the tool's default switching activity, not on a simulated workload.
