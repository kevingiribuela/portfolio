**flow/config.mk**
```make
export PLATFORM = sky130hd
export DESIGN_NAME = top_fir_unfolded
export DESIGN_NICKNAME = top_fir_unfolded
export VERILOG_FILES = /design/flow/design.v
export SDC_FILE = /design/flow/constraint.sdc
export NUM_CORES = 4
export LEC_CHECK = 1
export CORE_UTILIZATION = 50
```
**flow/constraint.sdc**
```tcl
current_design top_fir_unfolded

set clk_period 17.4
set clk_io_pct 0.2

create_clock -name clk0 -period $clk_period [get_ports {i_clk_G}]

set non_clock_inputs [all_inputs -no_clocks]
set_input_delay [expr $clk_period * $clk_io_pct] -clock clk0 $non_clock_inputs
set_output_delay [expr $clk_period * $clk_io_pct] -clock clk0 [all_outputs]
```
**flow/design.v**
```verilog
module SatTruncFP#(
    parameter	NB_XI  	= 20,
    parameter	NBF_XI	= 12,
    parameter	NB_XO	= 8,
    parameter	NBF_XO	= 6
)
(
    input [(NB_XI)-1:0]  i_data,
    output [(NB_XO)-1:0] o_data
);
    localparam NBI_XI = NB_XI - NBF_XI;
    localparam NBI_XO = NB_XO - NBF_XO;
    wire [NB_XO-1:0]    aux_sat;
    wire [NBF_XO-1:0]   aux_trunc;
    wire                condition;
    wire [NB_XO-1:0]    result1;
    wire [NB_XO-1:0]    result2;
    generate
		if (NBF_XI >= NBF_XO) begin
			assign	aux_trunc = i_data[(NBF_XI-1):(NBF_XI - NBF_XO)];							 
		end else begin
			assign	aux_trunc = {i_data[NBF_XI-1:0],{(NBF_XO - NBF_XI){1'b0}}};					 
		end
		if (NBI_XI > NBI_XO) begin
			assign	condition		=	(i_data[(NB_XI-2)-:(NBI_XI-NBI_XO)] == {(NBI_XI-NBI_XO){i_data[NB_XI-1]}});	 
			assign	result1		=	{i_data[(NB_XI-1)],{(NB_XO-1){~i_data[(NB_XI-1)]}}};		 
			assign	result2		=	{i_data[(NB_XI-1)],i_data[NBF_XI +:NBI_XO-1],aux_trunc};	 
			assign	aux_sat			=	condition	?	result2	:	result1;					 
		end	else begin
			if (NBI_XO == NBI_XI)
				assign  aux_sat = {i_data[(NB_XI-1)-:NBI_XI],aux_trunc};						 
			else
				assign  aux_sat	= {{(NBI_XO - NBI_XI){i_data[NB_XI-1]}},i_data[(NB_XI-1)-:NBI_XI],aux_trunc};
		end
	endgenerate
    assign  o_data=aux_sat;
endmodule
module fir_unfolded #(
    parameter NB_DATA = 8,
    parameter NB_COEF = 8
)
(
    input i_clk_G,
    input i_rst,
    input signed [NB_DATA-1:0] x,
    input signed [NB_DATA+NB_COEF-1:0] B,
    input signed [NB_DATA+NB_COEF-1:0] D,
    input signed [NB_DATA+NB_COEF-1:0] F,
    input signed [NB_DATA+NB_COEF-1:0] H,
    input signed [NB_DATA+NB_COEF-1:0] J,
    input signed [NB_DATA+NB_COEF-1:0] L,
    input signed [NB_DATA+NB_COEF-1:0] N,
    output signed [NB_DATA+NB_COEF-1:0] A,
    output signed [NB_DATA+NB_COEF-1:0] C,
    output signed [NB_DATA+NB_COEF-1:0] E,
    output signed [NB_DATA+NB_COEF-1:0] G,
    output signed [NB_DATA+NB_COEF-1:0] I,
    output signed [NB_DATA+NB_COEF-1:0] K,
    output signed [NB_DATA+NB_COEF-1:0] M,
    output reg signed [NB_DATA-1:0] y
);
localparam NB_PROD = NB_DATA + NB_COEF;
wire signed [NB_COEF-1:0]   h           [7:0];
wire signed [NB_PROD-1:0]   partial_prod[7:0];
wire signed [NB_PROD+0:0]   partial_sum [6:0];
wire signed [NB_PROD-1:0]   trunc_sum   [7:1];
wire signed [NB_DATA-1:0]   final_sum;
assign h[0] = 8'd0;
assign h[1] = 8'd229;
assign h[2] = 8'd0;
assign h[3] = 8'd81;
assign h[4] = 8'd127;
assign h[5] = 8'd81;
assign h[6] = 8'd0;
assign h[7] = 8'd229;
assign partial_prod[0] = x * h[0];               
assign partial_prod[1] = x * h[1];               
assign partial_prod[2] = x * h[2];               
assign partial_prod[3] = x * h[3];               
assign partial_prod[4] = x * h[4];               
assign partial_prod[5] = x * h[5];               
assign partial_prod[6] = x * h[6];               
assign partial_prod[7] = x * h[7];               
assign partial_sum[0] = partial_prod[0] + N;     
assign partial_sum[1] = partial_prod[1] + L;     
assign partial_sum[2] = partial_prod[2] + J;     
assign partial_sum[3] = partial_prod[3] + H;     
assign partial_sum[4] = partial_prod[4] + F;     
assign partial_sum[5] = partial_prod[5] + D;     
assign partial_sum[6] = partial_prod[6] + B;     
assign trunc_sum[7] = partial_prod[7];           
assign A = trunc_sum[7];
assign C = trunc_sum[6];
assign E = trunc_sum[5];
assign G = trunc_sum[4];
assign I = trunc_sum[3];
assign K = trunc_sum[2];
assign M = trunc_sum[1];
always @(posedge i_clk_G) begin
    if(i_rst) begin
        y <= {NB_DATA{1'b0}};
    end
    else begin
        y <= final_sum;
    end
end
generate
    genvar j;
    SatTruncFP #(
        .NB_XI(NB_PROD+1),
        .NBF_XI(NB_PROD-2),
        .NB_XO(NB_DATA),
        .NBF_XO(NB_DATA-1)
    ) sat_trunc_out (
        .i_data(partial_sum[0]),
        .o_data(final_sum)
    );
    for (j=1; j<7; j=j+1) begin
        SatTruncFP #(
            .NB_XI(NB_PROD+1),
            .NBF_XI(NB_PROD-2),
            .NB_XO(NB_PROD),
            .NBF_XO(NB_PROD-2)
        ) sat_trunc (
            .i_data(partial_sum[j]),
            .o_data(trunc_sum[j])
        );
    end
endgenerate
endmodule
`timescale 1ns/1ps
module top_fir_unfolded #(
    parameter NB_DATA = 8,
    parameter NB_COEF = 8
)
(
    input i_clk_G,
    input i_rst,
    input signed [NB_DATA-1:0] x0,
    input signed [NB_DATA-1:0] x1,
    input signed [NB_DATA-1:0] x2,
    input signed [NB_DATA-1:0] x3,
    output reg signed [NB_DATA-1:0] y0,
    output reg signed [NB_DATA-1:0] y1,
    output reg signed [NB_DATA-1:0] y2,
    output reg signed [NB_DATA-1:0] y3
);
localparam NB_PROD = NB_DATA + NB_COEF;
wire signed [NB_DATA-1:0] y_out [3:0];
reg signed  [NB_PROD-1:0] x     [6:0];
wire signed [NB_PROD-1:0] A     [3:0];
wire signed [NB_PROD-1:0] B     [3:0];
wire signed [NB_PROD-1:0] C     [3:0];
wire signed [NB_PROD-1:0] D     [3:0];
wire signed [NB_PROD-1:0] E     [3:0];
wire signed [NB_PROD-1:0] F     [3:0];
wire signed [NB_PROD-1:0] G     [3:0];
wire signed [NB_PROD-1:0] H     [3:0];
wire signed [NB_PROD-1:0] I     [3:0];
wire signed [NB_PROD-1:0] J     [3:0];
wire signed [NB_PROD-1:0] K     [3:0];
wire signed [NB_PROD-1:0] L     [3:0];
wire signed [NB_PROD-1:0] M     [3:0];
wire signed [NB_PROD-1:0] N     [3:0];
always @(posedge i_clk_G) begin
    if(i_rst) begin
        y0 <= {NB_DATA{1'b0}};
        y1 <= {NB_DATA{1'b0}};
        y2 <= {NB_DATA{1'b0}};
        y3 <= {NB_DATA{1'b0}};
    end
    else begin
        y0 <= y_out[0];
        y1 <= y_out[1];
        y2 <= y_out[2];
        y3 <= y_out[3];
    end
end
integer i;
always @(posedge i_clk_G) begin
    if(i_rst) begin
        for(i=0; i<7; i=i+1) begin
            x[i] <= {NB_PROD{1'b0}};
        end
    end
    else begin
        x[0] <= M[3];
        x[1] <= K[3];
        x[2] <= I[3];
        x[3] <= G[3];
        x[4] <= E[3];
        x[5] <= C[3];
        x[6] <= A[3];
    end
end
assign B[0] = x[6];
assign D[0] = x[5];
assign F[0] = x[4];
assign H[0] = x[3];
assign J[0] = x[2];
assign L[0] = x[1];
assign N[0] = x[0];
fir_unfolded #(
    .NB_DATA(NB_DATA),
    .NB_COEF(NB_COEF)
) u_fir0(
    .i_clk_G(i_clk_G),
    .i_rst(i_rst),
    .x(x0),
    .B(B[0]),
    .D(D[0]),
    .F(F[0]),
    .H(H[0]),
    .J(J[0]),
    .L(L[0]),
    .N(N[0]),
    .A(A[0]),
    .C(C[0]),
    .E(E[0]),
    .G(G[0]),
    .I(I[0]),
    .K(K[0]),
    .M(M[0]),
    .y(y_out[0])
);
fir_unfolded #(
    .NB_DATA(NB_DATA),
    .NB_COEF(NB_COEF)
) u_fir1(
    .i_clk_G(i_clk_G),
    .i_rst(i_rst),
    .x(x1),
    .B(A[0]),
    .D(C[0]),
    .F(E[0]),
    .H(G[0]),
    .J(I[0]),
    .L(K[0]),
    .N(M[0]),
    .A(A[1]),
    .C(C[1]),
    .E(E[1]),
    .G(G[1]),
    .I(I[1]),
    .K(K[1]),
    .M(M[1]),
    .y(y_out[1])
);
fir_unfolded #(
    .NB_DATA(NB_DATA),
    .NB_COEF(NB_COEF)
) u_fir2(
    .i_clk_G(i_clk_G),
    .i_rst(i_rst),
    .x(x2),
    .B(A[1]),
    .D(C[1]),
    .F(E[1]),
    .H(G[1]),
    .J(I[1]),
    .L(K[1]),
    .N(M[1]),
    .A(A[2]),
    .C(C[2]),
    .E(E[2]),
    .G(G[2]),
    .I(I[2]),
    .K(K[2]),
    .M(M[2]),
    .y(y_out[2])
);
fir_unfolded #(
    .NB_DATA(NB_DATA),
    .NB_COEF(NB_COEF)
) u_fir3(
    .i_clk_G(i_clk_G),
    .i_rst(i_rst),
    .x(x3),
    .B(A[2]),
    .D(C[2]),
    .F(E[2]),
    .H(G[2]),
    .J(I[2]),
    .L(K[2]),
    .N(M[2]),
    .A(A[3]),
    .C(C[3]),
    .E(E[3]),
    .G(G[3]),
    .I(I[3]),
    .K(K[3]),
    .M(M[3]),
    .y(y_out[3])
);
endmodule
```
**flow/run.sh**
```bash
#!/bin/bash
# OpenROAD 26Q1-2900-gdf79404cd8, Yosys 0.63+post, stock flow scripts
make -C /OpenROAD-flow-scripts/flow DESIGN_CONFIG=/design/flow/config.mk WORK_HOME=/design/flow/orfs finish
```
==> impl_metrics.yaml <==
# flow metrics
clocking:
  cts_resized: 0
  numCtsBuffers: 17
  clkTransAtPathRegs_ps: 80
  cts.htree.levels: 4
  clockBufferDepth: 2
  post_cts_buffers: 0
  clock-sinks: 165
  clock-root-buffer: "clkbuf_16"
  clk_latency_ps: 490
  hold_buffers: 0
  cts_tree: "built"
final_layout:
  area_growth_syn_to_layout_pct: 8.199
  fillers: 4922
  drive_gt1_frac: 0.03327
  utilization: 0.5495
critical_path:
  r2r_end: "x[1][2]"
  cp_slowest_cell: "nor2_1"
  cp.depth: 51
  cp.required_ps: 17840
  cp_top_family: "AND-OR/OR-AND gates"
  worstRegToRegCells: 41
  rrSetupSlack_ps: 5940
  r2r_start: "x[5][1]"
  cpPeakStageDelay_ps: 680
  crit_type: "in -> reg"
  critPathCapture: "x[1][2]"
  path_max_fanout: 18
  cp_num_buf_inv: 7
  crit_arrival_ps: 17170
  crit_path_start: "x0[2]"
  end_kind: "register"
  start_kind: "primary input"
grt:
  grt_pass1_vias: 21891
  grt_use_met3: 0.1042
  gr-total-overflow: 0
  gr-usage-all-layers: 0.3019
  grt_pass1_wl_mm: 123.6
  grt_antenna_before_repair: 2
  busiest_layer: "met2"
  grt_max_degree: 62
  grt_use_met1: 0.4255
  use_met2: 0.4527
route:
  num_vias: 22369
  wire_per_inst_um: 19.77
  wirelength_mm: 80.74
  drc: 0
  first_pass_iters: 5
  postRouteAntennaNets: 0
  drtIter0Drc: 1121
  via_per_inst: 5.476
floorplan:
  io-pin-count: 66
  num_rows: 86
  dieArea_um2: 57020
  die_w_um: 238.8
  core_um2: 55200
  fp-utilization: 0.5079
  chipHeight_um: 238.8
final_timing:
  final.setup_skew_ps: 14.29
  hold_viol_final: 0
  fin_tns_setup_ps: 0
  finalCritPeriodShare: 0.9613
  tightest_slew_ps: 1001
  fin_crit_ps: 16730
  fmax_mhz: 59.78
  setup_viol: 0
  relSlewSlack: 0.3270
  drv_slew: 0
  rsz0062_at_grt: "false"
yosys:
  numSynthFlops: 165
  ys_seq_frac: 0.1178
  top_cell: "ha_1"
  synth.cell_area_um2: 28030
  top_area_cell: "ha_1"
  ys_cells: 3250
  top_area_frac: 0.2486
  ys_top_cells_by_area: "ha_1 (25%), fa_1 (17%), dfxtp_1 (12%)"
  ys_types: 75
  avgSynthCellArea_um2: 8.626
  yosys_area_um2: 28030
  synthCells: 3250
  ff_type: "dfxtp_1"
  edf_count: 0
  ys_warn_count: 4
  common_cells: "ha_1 (557), inv_1 (543), a21oi_1 (247), fa_1 (244), nor2_1 (183)"
  async_flop_share: 0
placement:
  dp_hpwl_mm: 69.22
  numPortBuffers: 65
  place.gp.congestion: 0.9850
flow_run:
  cap_violations: 0
  warnings: 68
worst_hold_path:
  hold_path_class: "reg -> reg"
status:
  outcome: "complete, no violations"
[cell usage in the layout, fill, tap and decap left out, types with 21 or more instances in the layout]
| master | n |
|---|---|
| xor2_1 | 88 |
| ha_1 | 557 |
| inv_1 | 543 |
| dfxtp_1 | 165 |
| o31ai_1 | 25 |
| and2_1 | 33 |
| a21o_1 | 124 |
| nor2_1 | 183 |
| a211oi_1 | 30 |
| o21bai_1 | 46 |
| o21ai_0 | 182 |
| nor3_1 | 41 |
| nand3_1 | 41 |
| o21a_1 | 49 |
| xnor2_1 | 172 |
| clkdlybuf4s50_1 | 64 |
| nor2b_1 | 68 |
| a21oi_1 | 247 |
| a31oi_1 | 21 |
| nand2b_1 | 34 |
| fa_1 | 244 |
| buf_4 | 43 |
| nand2_1 | 92 |
[logic make-up after synthesis]
kind of cell	synth area share
AOI/OAI and AO/OA	0.1915
xor gates and xnor gates	0.08123
adders and majority gates	0.4246
buffers and inverters	0.08056
DFF	0.1178
muxes	0.002856
and+or+nand+nor	0.1014
[sequential cells by signal, indices dropped and copies added (netlist names)]
signal / flops
y0: 8
y1: 8
x: 101
u_fir3.y: 8
y2: 8
u_fir1.y: 8
y3: 8
u_fir2.y: 8
u_fir0.y: 8
[how the worst min path moves through the flow]
stage / startpoint / endpoint / slack, ps / cells after the start
CTS: u_fir3.y[1] / y3[1] / 440 / 1
global route: u_fir2.y[4] / y2[4] / 460 / 1
finish: u_fir3.y[1] / y3[1] / 440 / 1
[through the flow]
stage	cell area, µm²	cells	setup WS, ps	hold slack [ps]
finish	30330	4085	672.7	440.1
global route	30330	4084	31.46	455.6
CTS	30330	4084	767.7	442.8
detailed placement	29720	4052	305.2	421.7
global placement	29720	4052	321.2	416.5
floorplan	28030	3250	2105	413.8
[worst reg2reg max path: cells and delay by family, from the launching register on]
family / cells / cell delay, ps
AND/OR/NAND/NOR: 8 / 2460
adder cells (fa/ha/maj): 7 / 2510
buffers and inverters: 4 / 390
flip-flops: 1 / 420
XOR/XNOR: 1 / 650
AND-OR/OR-AND: 21 / 4950
[layout make-up]
| type | count | area, µm² | share of cell area |
|---|---|---|---|
| Tap cell | 748 | 935.9 | 0.03085 |
| Antenna cell | 1 | 2.502 | 0.00008250 |
| Sequential cell | 165 | 3303 | 0.1089 |
| Clock buffer | 17 | 425.4 | 0.01402 |
| Clock inverter | 15 | 182.7 | 0.006022 |
| Multi-Input combinational cell | 2488 | 22480 | 0.7410 |
| Inverter | 544 | 2042 | 0.06732 |
| Timing Repair Buffer | 107 | 963.4 | 0.03176 |
[per-layer routing]
layer / part of all wire / wire (µm)
met5: 0 / 0
met4: 0.033 / 2665
met3: 0.085 / 6895
met1: 0.44 / 35860
met2: 0.44 / 35330
